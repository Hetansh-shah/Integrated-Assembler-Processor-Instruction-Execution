### ./config.mk
export PLATFORM = sky130hd
export DESIGN_NAME = RegFile
export DESIGN_NICKNAME = RegFile
export VERILOG_FILES = /design/flow/design.v
export SDC_FILE = /design/flow/constraint.sdc
export NUM_CORES = 4
export LEC_CHECK = 1
export CORE_UTILIZATION = 50
### ./constraint.sdc
current_design RegFile

set clk_period 15.1
set clk_io_pct 0.2

create_clock -name clk0 -period $clk_period

set non_clock_inputs [all_inputs -no_clocks]
set_input_delay [expr $clk_period * $clk_io_pct] -clock clk0 $non_clock_inputs
set_output_delay [expr $clk_period * $clk_io_pct] -clock clk0 [all_outputs]
### ./design.v
`timescale 1ns/1ps
module RegFile(clk, rst, data_in, writeEn, addr, data_out1, data_out2, readAddr1, readAddr2);       
	input clk, rst, writeEn;
	input [4:0] addr, readAddr1, readAddr2;             
	input [31:0] data_in;
	output reg [31:0] data_out1, data_out2;
	parameter noOfReg = 32;
	parameter sizeofOneReg = 32;        
	reg [0:sizeofOneReg - 1] GPRs [0:noOfReg - 1];
	integer j;
	always @ (*)
	begin
		data_out1 = GPRs[readAddr1];
		data_out2 = GPRs[readAddr2];
	end
	always @ (*)
	begin
		if (rst == 0)
		begin
			if (writeEn) 
			begin 
				if (addr != 5'b00000)     
					GPRs[addr] <= data_in;
			end
		end
		else if (rst == 1) 
		begin
			for (j = 0; j < 32; j = j + 1) 
			begin
				GPRs[j] <= 32'b0;
			end
		end
	end
endmodule
### ./run.sh
#!/bin/bash
# OpenROAD 26Q1-2900-gdf79404cd8, Yosys 0.63+post, stock flow scripts
make -C /OpenROAD-flow-scripts/flow DESIGN_CONFIG=/design/flow/config.mk WORK_HOME=/design/flow/orfs finish
==> impl_metrics.env <==
# source this file to load flow results
export IMPL_fin_crit_ps=10770
export IMPL_area_delta_synth_final_pct=10.30
export IMPL_synth_main_ff_cell="dlxtn_1"
export IMPL_untimed_endpoints=1024
export IMPL_syn_area_per_cell_um2=9.239
export IMPL_gr_usage_met2=0.7855
export IMPL_hp_class="in -> out"
export IMPL_core_area_um2=57590
export IMPL_cp_arrival_ps=7750
export IMPL_rows=88
export IMPL_dpl_cell_area_um2=32010
export IMPL_drt_iter0_drc=5038
export IMPL_hold_buffers=0
export IMPL_io_buffer_count=113
export IMPL_syn_area_um2=29080
export IMPL_grt_use_total=0.6489
export IMPL_hpwl_mm=103.7
export IMPL_yosys_stat_cells=3147
export IMPL_cp_endpoint="data_out2[4]"
export IMPL_synth_cells=3147
export IMPL_slew_headroom=0.05689
export IMPL_p_per_area_nw_per_um2=23.20
export IMPL_io_pins=114
export IMPL_yosys_area_top_type="dlxtn_1"
export IMPL_top_regs="GPRs: 1024 flops"
export IMPL_unclocked_pins=1024
export IMPL_critical_path_startpoint_type="input pin"
export IMPL_grt_max_degree=43
export IMPL_die_w_um=243.2
export IMPL_end_kind="primary output"
export IMPL_slew_violations=0
export IMPL_drive_above_1_share=0.1036
export IMPL_die_area_um2=59120
export IMPL_power_leakage_uw=0.01332
export IMPL_yosysWarnings=2
export IMPL_synthTopCellsByArea="dlxtn_1, a22oi_1, nand2_1, buf_2, nand4_1"
export IMPL_fmax_ghz=0.09281
export IMPL_holdPathStages=5
export IMPL_worst_slew_pin_slew_ps=1404
export IMPL_layout_top_cells="dlxtn_1, a22oi_1, nand2_1, buf_4"
export IMPL_gp_congestion=1.106
export IMPL_setup_viol=0
export IMPL_p_sw_frac=0.5546
export IMPL_routed_via_density=8.332
export IMPL_synth_area_yosys_um2=29080
export IMPL_maxCapViolations=0
export IMPL_power_switching_uw=412.7
export IMPL_postRouteAntennaNets=0
export IMPL_fin_area_um2=32070
export IMPL_flop_area_um2=15370
export IMPL_remaining_drc_errors=0
export IMPL_initCoreUtil=0.5049
export IMPL_grt_util_met1=0.7190
export IMPL_ys_types=67
export IMPL_hold_viol_final=0
export IMPL_status="completed"
export IMPL_postCtsSetupRepairBufs=0
export IMPL_fp_dieH_um=243.2
export IMPL_logic_area_um2=13250
export IMPL_grt_pass1_vias=31730
export IMPL_synth_flops=1024
export IMPL_mostFrequentLayoutCell="dlxtn_1"
export IMPL_grt_pass1_wl_mm=251.5
export IMPL_crit_fanout=28
export IMPL_first_pass_iters=12
export IMPL_finalClockPeriodUsage=0.7135
export IMPL_rsz0062_at_grt="no"
export IMPL_internal_power_uw=331.4
export IMPL_wl_mm=187.3
export IMPL_post_cts_resized=0
export IMPL_warnings=33
export IMPL_async_flop_share=0
export IMPL_cp_required_ps=12080
export IMPL_grt_met3_usage=0.5476
export IMPL_fillers=4988
export IMPL_dr_total_vias=33270
export IMPL_antenna_found_initial=16
export IMPL_largest_register="GPRs"
export IMPL_wl_per_cell_um=46.91
export IMPL_tns_ps=0
export IMPL_startpoint="readAddr2[0]"
export IMPL_largest_reg_flops=1024
export IMPL_synth_top_area_share=0.5124
export IMPL_synth_edff_count=0
export IMPL_critical_path_class="in -> out"
export IMPL_busiest_layer="met2"
export IMPL_grt_ovfl_total=0
export IMPL_irDropWorstVdd_v=0.00007871
## final cells by class
class,count,area share
Inverter,1,0.0001170
Multi-Input combinational cell,1888,0.4131
Antenna cell,23,0.001795
Tap cell,765,0.02984
Timing Repair Buffer,292,0.07580
Sequential cell,1024,0.4794
## stage by stage
stage	setup WS [ps]	total power [uW]	cells	util	hold WS, ps
2_1_floorplan	7608	405.0	3147	-	6400
3_3_place_gp	5051	687.4	3970	0.5559	7284
3_5_place_dp	5047	688.8	3970	0.5559	7273
4_1_cts	5029	690.8	3970	0.5559	7280
5_1_grt	4679	730.3	3976	0.5562	7319
6_report	4326	744.1	3993	0.5569	7312
## synthesized netlist by cell type, drive strengths merged, types with 3 or more instances
cell,instances
o32a,18
dlxtn,992
o31ai,3
and3,11
o211ai,6
o21ai,25
nand4,103
nand2b,13
a22o,52
nand3b,6
nand3,59
mux2i,24
a221o,3
nand2,186
a32oi,18
and4,11
dlxtp,32
a2111oi,6
or3b,6
a221oi,28
a21oi,113
nor3,69
or4,3
buf,174
mux2,19
and2,9
a22oi,764
a222oi,32
a32o,6
or2,3
nor2b,50
a211oi,6
nor4,21
o22a,3
clkbuf,60
nor2,162
nor3b,3
or3,10
a31oi,15
## kinds of logic (layout without fill, tap and decap cells)
family | after synthesis | after routing | synth area share
AND-OR/OR-AND | 1115 | 1115 | 0.2860
buffers and inverters | 235 | 293 | 0.04088
latches | 1024 | 1024 | 0.5290
multiplexers | 43 | 43 | 0.01562
other | 0 | 23 | 0
AND/OR/NAND/NOR | 730 | 730 | 0.1287
## layer usage
layer / up-vias / wire [um]
met5: - / 1167
met2: 4169 / 66500
met4: 47 / 20630
met1: 15210 / 58870
met3: 1588 / 40150
li1: 12260 / -
## worst min path at each step
stage | startpoint | end | slack [ps]
CTS | readAddr2[2] | data_out2[8] | 7280
global route | readAddr2[2] | data_out2[8] | 7320
finish | readAddr2[2] | data_out2[8] | 7310
## worst max-delay path, cell delays in order
cell and delay [ps]:
buf_2 490, buf_4 590, nand3b_2 750, nor2_4 920, buf_4 580, a22oi_1 170, and3_1 200, a31oi_1 410
clkdlybuf4s50_1 570
Power and IR drop assume default switching activity.
