File: flow/design.v
`timescale 1ns/1ps
module ALU(ALUout, ALUin1, ALUin2, control, zFlag, cFlag, OvFlag);
	input [2:0] control;
	input [31:0] ALUin1, ALUin2;
	output reg [31:0] ALUout;
	output reg zFlag;
	output reg cFlag;
	output reg OvFlag;
	reg [32:0]sum;
	always @ (*)
	begin
		case (control)
			3'b000: begin
					sum <= ALUin1 + ALUin2;    
					ALUout <= ALUin1 + ALUin2;     
					cFlag = sum[32];
					OvFlag = (ALUin1[31] & ALUin2[31] & ~ALUout[31]) |((~ALUin1[31] & ~ALUin2[31] & ALUout[31]));
			end
			3'b001: begin                           
					sum <= ALUin1 - ALUin2;
					ALUout <= ALUin1 - ALUin2;
					cFlag = sum[32];
					OvFlag = (ALUin1[31] & ALUin2[31] & ~ALUout[31]) |((~ALUin1[31] & ~ALUin2[31] & ALUout[31]));
			end			
			3'b010: begin
			       ALUout <= ALUin1 & ALUin2;      
					 cFlag = 1'b0;
			end
			3'b011: begin
					ALUout <= ALUin1 | ALUin2;      
					cFlag = 1'b0;
			end
			3'b101: begin  
					if((ALUin1 - ALUin2) >= 32'h80000000) 
						ALUout <= 32'b1; 			                 
					else ALUout <= 32'b0;                  
			end
			3'b100: begin
					if ((ALUin1 - ALUin2) >= 32'b0) ALUout <= 32'b0;
					else ALUout <= 32'b1;
			end
			3'b110: begin
					ALUout <= ALUin1 ^ ALUin2;            
					cFlag = 1'b0;
			end 
			default: begin ALUout <= ALUin1 + ALUin2; 
								cFlag = sum[32];
								OvFlag = (ALUin1[31] & ALUin2[31] & ~ALUout[31]) |((~ALUin1[31] & ~ALUin2[31] & ALUout[31]));
			end
		endcase
		zFlag = (ALUout == 32'b0);
	end
endmodule 
File: flow/run.sh
#!/bin/bash
# OpenROAD 26Q1-2900-gdf79404cd8, Yosys 0.63+post, stock flow scripts
make -C /OpenROAD-flow-scripts/flow DESIGN_CONFIG=/design/flow/config.mk WORK_HOME=/design/flow/orfs finish
File: flow/config.mk
export PLATFORM = sky130hd
export DESIGN_NAME = ALU
export DESIGN_NICKNAME = ALU
export VERILOG_FILES = /design/flow/design.v
export SDC_FILE = /design/flow/constraint.sdc
export NUM_CORES = 4
export LEC_CHECK = 1
export CORE_UTILIZATION = 40
File: flow/constraint.sdc
current_design ALU

set clk_period 19.9
set clk_io_pct 0.2

create_clock -name clk0 -period $clk_period

set non_clock_inputs [all_inputs -no_clocks]
set_input_delay [expr $clk_period * $clk_io_pct] -clock clk0 $non_clock_inputs
set_output_delay [expr $clk_period * $clk_io_pct] -clock clk0 [all_outputs]
==> impl_metrics.json <==
{
  "status": "finished clean",
  "power.share.clock_pct": 0,
  "port_buffers": 102,
  "critical_path_arrival_ns": 8.92,
  "drt-pass1-iter-count": 5,
  "power_frac_comb_pct": 99.7,
  "min_path_type": "in2out",
  "io_pins": 102,
  "fp.dieH_um": 136.5,
  "p_sw_uw": 144.8,
  "hold_viol": 0,
  "setup_violations": 0,
  "fp_util_pct": 41.42,
  "peakVddDrop_v": 0.00001612,
  "holdBufCountCts": 0,
  "netlist_area_um2": 7238,
  "slew_headroom_pct": 32.99,
  "post_cts_buffers": 0,
  "tool_warnings": 95,
  "edf_count": 0,
  "critPathRequiredTime_ns": 15.92,
  "final_common_cell": "ha_1",
  "flop_cell": "dlxtn_1",
  "rsz0062_at_grt": "false",
  "grt_pass1_wl_um": 41980,
  "leakagePower_nw": 3.589,
  "cp-start-kind": "primary input",
  "worst_slack_ns": 6.995,
  "cap_violations": 0,
  "synthTopLogicFamily": "AND-OR/OR-AND gates",
  "ys_warn_count": 1,
  "finalSetupTns_ns": 0,
  "diodes": 0,
  "synthAdderAreaFrac_pct": 22.51,
  "dp_hpwl_um": 20850,
  "ys_area_um2": 7238,
  "grt_pass1_vias": 7552,
  "syn_to_final_growth_pct": 15.11,
  "slowest_stage": "nor4_1",
  "worst_path_largest_cell_delay_ns": 0.57,
  "maxSlewViolCount": 0,
  "holdPathStages": 6,
  "ant_nets": 0,
  "fmax_mhz": 77.49,
  "drt_iter0_markers": 862,
  "coreArea_um2": 17480,
  "grtUsageTotal_pct": 29.14,
  "power.density_nw_per_um2": 30.20,
  "die-area_um2": 18640,
  "grt_max_degree": 58,
  "synth_stat.cells": 1115,
  "endpoint_kind": "primary output",
  "syn_avg_cell_area_um2": 6.492,
  "drive_above_1_share_pct": 3.866,
  "hp-start": "control[0]",
  "crit_type": "in2out",
  "cp_cell_sequence": "clkdlybuf4s50_1 -> inv_1 -> ha_1 -> inv_1 -> a21oi_1 -> o311ai_0 -> a211oi_1 -> a21oi_1 -> a21bo_2 -> a32oi_1 -> a31oi_1 -> nor4_1 -> nand4_1 -> nor3_2 -> clkdlybuf4s50_1",
  "xor_share_pct": 4.477,
  "sw_frac_of_total_pct": 57.54,
  "seqPwrFrac_pct": 0.3,
  "pre_cts_slack_ns": 7.175,
  "chipWidth_um": 136.5,
  "wl_per_cell_um": 19.01,
  "ctsResizeCount": 0,
  "vias_per_cell": 6.009,
  "row_count": 48,
  "postPlaceCellArea_um2": 8332,
  "postLayoutCellArea_um2": 8332,
  "ys_sh_mux_pct": 1.400,
  "tightestPinTransition_ns": 0.9959,
  "yosysUniqueCellTypes": 92,
  "period_minus_slack_ns": 12.90,
  "antenna_found_initial": 0,
  "grt_overflow": 0,
  "internal_power_uw": 106.9,
  "routed_wl_um": 26410,
  "min_to": "ALUout[30]",
  "place_congestion": 0.9762,
  "compound_area_share_pct": 37.63,
  "syn_inst": 1115,
  "crit_path_max_fanout": 12,
  "unclocked_regs": 3,
  "async_reset_ff_share_pct": 0,
  "numSynthFlops": 3,
  "ys_sh_simple_pct": 23.77,
  "drc": 0,
  "vias": 8347,
  "final_cell_mix": "ha_1 (127), a21oi_1 (120), nor2_1 (109)",
  "untimed_endpoints": 5,
  "period_used_pct": 64.85
}
## power by group through the flow
stage,Sequential (mW),Clock (mW),Combinational (mW)
finish,0.000852,0,0.251
global route,0.000936,0,0.277
CTS,0.000856,0,0.247
## registers in the layout, summed over array words and instances (netlist names)
name    count
OvFlag      1
cFlag       1
sum         1
## worst max-delay path by stage
| stage | startpoint | cells after the start | slack (ns) | endpoint |
|---|---|---|---|---|
| 6_report | ALUin2[11] | 15 | 7.00 | zFlag |
| 5_1_grt | ALUin2[11] | 15 | 6.65 | zFlag |
| 4_1_cts | ALUin2[11] | 15 | 7.17 | zFlag |
## layout make-up
cell class | count | area, um2
Sequential cell | 3 | 45.04
Tap cell | 225 | 281.5
Inverter | 110 | 412.9
Multi-Input combinational cell | 938 | 6499
Fill cell | 1794 | 9145
Timing Repair Buffer | 113 | 1094
## worst max-delay path, delay by kind of cell
family	cells	cell delay, ns
and+or+nand+nor	3	1.06
buffers and inverters	4	1.34
AOI/OAI and AO/OA	7	2.00
adders and majority gates	1	0.53
## cells by family after synthesis
| kind of cell | after synthesis |
|---|---|
| AND-OR/OR-AND | 418 |
| AND/OR/NAND/NOR | 344 |
| buffers and inverters | 174 |
| adder cells (fa/ha/maj) | 129 |
| XOR/XNOR | 37 |
| multiplexers | 10 |
| latches | 3 |
## routing by layer
layer	global-route usage, %	vias to the layer above	routed length (um)
li1	-	4161	-
met1	45.40	3850	12840
met2	44.36	314	11490
met3	2.570	22	1759
met4	3.148	0	321
met5	0	-	0
## cells in the mapped netlist (14+ instances only)
cell type / n / area (um2)
ha_1: 127 / 1589
a21oi_1: 120 / 600.6
nor2_1: 109 / 409.1
inv_1: 108 / 405.4
o21ai_0: 99 / 495.5
nand2_1: 77 / 289.0
clkbuf_1: 47 / 176.4
xnor2_1: 37 / 324.1
a211oi_1: 19 / 142.6
nand3_1: 19 / 95.09
nor3_1: 19 / 95.09
nor4_1: 19 / 118.9
o211ai_1: 19 / 142.6
nand2b_1: 17 / 106.4
nor2b_1: 15 / 93.84
a31oi_1: 14 / 87.58
o31ai_1: 14 / 105.1
## per-stage QoR
stage | hold WS (ns) | power (mW) | utilization, % | cells
final | 9.144 | 0.2516 | 47.67 | 1389
after global routing | 9.229 | 0.2779 | 47.67 | 1389
after CTS | 9.149 | 0.2483 | 47.67 | 1389
after detailed placement | 9.168 | 0.2469 | 47.67 | 1389
after global placement | 9.134 | 0.2473 | 47.67 | 1389
after floorplan | 8.224 | 0.1568 | - | 1115
Power is estimated from default activity; no workload was simulated.
