==> flow/design.v <==
`timescale 1ns/1ps
module dMemory(clk, rst, A, WD, RD, writeEn);
	input clk, rst, writeEn;
	input [31:0] A;  
	input [31:0] WD;
	output reg [31:0] RD;
	parameter noOfReg = 256;     
	parameter sizeofOneReg = 32;        
	reg [31:0] DataMemory [0:255];
	integer i;
	always @ (*)
	begin
		RD = DataMemory[A];
	end
always @ (*)
begin
if (rst == 0)
begin
if (writeEn == 1) DataMemory[A] <= WD;
		end
		else
		begin
			for (i = 0; i < 256; i = i + 1)
			begin
				DataMemory[i] <= 32'b0;
			end
		end
	end
endmodule
==> flow/run.sh <==
#!/bin/bash
# OpenROAD 26Q1-2900-gdf79404cd8, Yosys 0.63+post, stock flow scripts
make -C /OpenROAD-flow-scripts/flow DESIGN_CONFIG=/design/flow/config.mk WORK_HOME=/design/flow/orfs finish
==> flow/config.mk <==
export PLATFORM = sky130hd
export DESIGN_NAME = dMemory
export DESIGN_NICKNAME = dMemory
export VERILOG_FILES = /design/flow/design.v
export SDC_FILE = /design/flow/constraint.sdc
export NUM_CORES = 4
export LEC_CHECK = 1
export CORE_UTILIZATION = 50
==> flow/constraint.sdc <==
current_design dMemory

set clk_period 8.5
set clk_io_pct 0.2

create_clock -name clk0 -period $clk_period

set non_clock_inputs [all_inputs -no_clocks]
set_input_delay [expr $clk_period * $clk_io_pct] -clock clk0 $non_clock_inputs
set_output_delay [expr $clk_period * $clk_io_pct] -clock clk0 [all_outputs]
==> flow_metrics.tcl <==
# implementation run metrics
set metrics [dict create \
    status "did not finish" \
    haltStage "global routing" \
    firstError "[ERROR GRT-0116] Global routing finished with congestion. Check the congestion regions in the DRC Viewer." \
    grt_use_total_pct 98.75 \
    untimed_endpoints 8192 \
    yosysChipArea_mm2 0.1797 \
    syn_inst 17170 \
    chipHeight_um 601.5 \
    ctsHoldBuffers 0 \
    fp.dieW_um 601.5 \
    mappedNetlistArea_mm2 0.1797 \
    yosysWarningCount 2 \
    grt_max_degree 130 \
    grt_first_pass_wirelength_mm 2278 \
    io_buffers 74 \
    synthArstFlopShare_pct 0 \
    ys_dominant_reg_cell "dlxtn_1" \
    yosys_cells 17170 \
    gp_congestion 1.295 \
    synth-seq-cells 8192 \
    gr-total-overflow 7136 \
    fp_util_pct 50.36 \
    ys_types 77 \
    grt_pass1_vias 209900 \
    place_hpwl_mm 1109 \
    synth-edff-count 0 \
    unclocked_regs 8192 \
    post_cts_buffers 0 \
    synth_area_per_cell_um2 10.46 \
    ctsResizeCount 0 \
    rows 219 \
    io_pins 99 \
]
cells in the mapped netlist, drive strengths merged, types with 45 or more instances:
library cell  number  area, um2
a222oi           259       2592
nand2            229      859.6
o22ai            278       1739
and3             545       3410
a221oi            83      727.0
nor3              62      310.3
o211ai            48      360.4
a21oi            356       1782
dlxtn           8192     123000
a22o             264       2312
a22oi           2349      17630
nor4             260       1633
a2111oi          174       1543
or4              100      750.7
nand4            554       3472
nor2             351       1343
o21ai             45      225.2
clkbuf           553       2076
buf              677       3478
nand3           1403       7022
layer usage:
layer	overflow	global-route usage [%]
met1	1313	98.45
met2	2408	101.1
met3	1425	97.37
met4	1819	97.97
met5	171	91.93
per-stage QoR:
step	setup WS (ps)	cells	cell area [um2]
4_1_cts	195.1	22770	205100
3_5_place_dp	194.1	22770	205100
3_3_place_gp	189.8	22770	205100
2_1_floorplan	2788	17170	179700
cell families after synthesis:
kind of cell | Yosys count | share of synthesized area, %
AOI/OAI and AO/OA | 4052 | 17.03
xor gates and xnor gates | 1 | 0.004876
adders and majority gates | 1 | 0.005571
and+or+nand+nor | 3682 | 11.35
buffers and inverters | 1236 | 3.104
latches | 8192 | 68.46
muxes | 8 | 0.04735
